==> flow/run.sh <==
#!/bin/bash
# OpenROAD 26Q1-2900-gdf79404cd8, Yosys 0.63+post, stock flow scripts
make -C /OpenROAD-flow-scripts/flow DESIGN_CONFIG=/design/flow/config.mk WORK_HOME=/design/flow/orfs finish
==> flow/config.mk <==
export PLATFORM = sky130hd
export DESIGN_NAME = top
export DESIGN_NICKNAME = top
export VERILOG_FILES = /design/flow/design.v
export SDC_FILE = /design/flow/constraint.sdc
export NUM_CORES = 4
export LEC_CHECK = 1
export CORE_UTILIZATION = 50
==> flow/design.v <==
`timescale 1ps/1ps
`default_nettype none
module ir_receiver #(
    parameter integer BASE_PULSE_WIDTH = 30000,
    parameter real ERROR_MARGIN = 0.1  
) (
    input clk,
    input ir_in,
    output reg[11:0] data,
    output reg data_rdy
);
function integer clog2;
    input integer value;
          integer temp;
    begin
        temp = value - 1;
        for (clog2 = 0; temp > 0; clog2 = clog2 + 1) begin
            temp = temp >> 1;
        end
    end
endfunction
    localparam S_IDLE      = 2'b00;
    localparam S_START     = 2'b01;
    localparam S_RCV_PAUSE = 2'b10;
    localparam S_RCV_BIT   = 2'b11;
    localparam integer BASE_MIN = BASE_PULSE_WIDTH * (1.0 - ERROR_MARGIN);
    localparam integer BASE_MAX = BASE_PULSE_WIDTH * (1.0 + ERROR_MARGIN);
    localparam integer BASE2_MIN = BASE_MIN * 2;
    localparam integer BASE2_MAX = BASE_MAX * 2;
    localparam integer BASE4_MIN = BASE_MIN * 4;
    localparam integer BASE4_MAX = BASE_MAX * 4;
    localparam integer COUNTER_WIDTH = clog2(BASE4_MAX);
    reg ir;
    reg[1:0] state;
    reg[COUNTER_WIDTH-1:0] pulse_time;
    reg[3:0] ready_bits;
    always @(posedge clk) begin
        ir <= ir_in;
    end
    always @(posedge clk) begin
        case (state)
            S_IDLE:
                if (ir == 0) begin
                    state <= S_START;
                    pulse_time <= 0;
                end
            S_START:
                if (ir == 0)
                    pulse_time <= pulse_time + 1;
                else if (pulse_time >= BASE4_MIN && pulse_time <= BASE4_MAX) begin
                    pulse_time <= 0;
                    ready_bits <= 0;
                    state <= S_RCV_PAUSE;
                end else
                    state <= S_IDLE;
            S_RCV_PAUSE:
                if (pulse_time > BASE2_MAX) begin
                    state <= S_IDLE;
                    data_rdy <= ready_bits == 4'd12;
                end else if (ir)
                    pulse_time <= pulse_time + 1;
                else if (pulse_time >= BASE_MIN && pulse_time <= BASE_MAX) begin
                    pulse_time <= 0;
                    state <= S_RCV_BIT;
                end else
                    state <= S_IDLE;
            S_RCV_BIT:
                if (ir == 0)
                    pulse_time <= pulse_time + 1;
                else if (pulse_time >= BASE_MIN && pulse_time <= BASE_MAX) begin
                    data_rdy <= 0;
                    data <= {1'b0, data[11:1]};
                    ready_bits <= ready_bits + 1;
                    pulse_time <= 0;
                    state <= S_RCV_PAUSE;
                end else if (pulse_time >= BASE2_MIN && pulse_time <= BASE2_MAX) begin
                    data_rdy <= 0;
                    data <= {1'b1, data[11:1]};
                    ready_bits <= ready_bits + 1;
                    pulse_time <= 0;
                    state <= S_RCV_PAUSE;
                end else
                    state <= S_IDLE;
            default: state <= S_IDLE;
        endcase
    end
endmodule
module led_mgr #(
    parameter DEV_ADDR = 5'h0C,
    parameter CMD_OFF = 3'b100,
    parameter CMD_ON  = 3'b101,
    parameter CMD_SHL = 3'b010,
    parameter CMD_SHR = 3'b011,
    parameter CMD_TGL = 3'b001,
    parameter CMD_RST = 3'b110,
    parameter CMD_SET = 3'b111,
    parameter CMD_NOP = 3'b000,
    parameter SHIFT_ROT = 4'b1xxx,
    parameter SHIFT_C0  = 4'b0xx0,
    parameter SHIFT_C1  = 4'b0xx1
) (
    input clk,
    input new_cmd,
    input[11:0] cmd_buf,
    output reg[9:0] leds
);
    wire[4:0] address;
    wire[2:0] op;
    wire[3:0] d;
    reg[9:0] led_mask;
    assign {address, op, d} = cmd_buf;
    always @(d) begin
        case (d)
            4'd0: led_mask <= 10'b0000000001;
            4'd1: led_mask <= 10'b0000000010;
            4'd2: led_mask <= 10'b0000000100;
            4'd3: led_mask <= 10'b0000001000;
            4'd4: led_mask <= 10'b0000010000;
            4'd5: led_mask <= 10'b0000100000;
            4'd6: led_mask <= 10'b0001000000;
            4'd7: led_mask <= 10'b0010000000;
            4'd8: led_mask <= 10'b0100000000;
            4'd9: led_mask <= 10'b1000000000;
            default: led_mask <= 0;
        endcase
    end
    always @(posedge clk) begin
        if (new_cmd && address == DEV_ADDR) begin
            case (op)
                CMD_OFF: leds <= leds & ~led_mask;
                CMD_ON:  leds <= leds | led_mask;
                CMD_SHL: casex (d)
                    SHIFT_ROT: leds <= {leds[8:0], leds[9]};
                    SHIFT_C0: leds <= leds << 1;
                    SHIFT_C1: leds <= {leds[8:0], 1'b1};
                    default: leds <= leds << 1;
                endcase
                CMD_SHR: casex (d)
                    SHIFT_ROT: leds <= {leds[0], leds[9:1]};
                    SHIFT_C0: leds <= leds >> 1;
                    SHIFT_C1: leds <= {1'b1, leds[9:1]};
                    default: leds <= leds >> 1;
                endcase
                CMD_TGL: leds <= leds ^ led_mask;
                CMD_RST: leds <= 0;
                CMD_SET: leds <= 10'b1111111111;
                CMD_NOP:;
                default:;
            endcase
        end
    end
endmodule
module hex_disp (
    input[3:0] data,
    output reg[6:0] seg
);
    always @(data) begin
        case (data)
            4'h0: seg = 7'b1000000;
            4'h1: seg = 7'b1111001;
            4'h2: seg = 7'b0100100;
            4'h3: seg = 7'b0110000;
            4'h4: seg = 7'b0011001;
            4'h5: seg = 7'b0010010;
            4'h6: seg = 7'b0000010;
            4'h7: seg = 7'b1111000;
            4'h8: seg = 7'b0000000;
            4'h9: seg = 7'b0010000;
            4'hA: seg = 7'b0001000;
            4'hB: seg = 7'b0000011;
            4'hC: seg = 7'b1000110;
            4'hD: seg = 7'b0100001;
            4'hE: seg = 7'b0000110;
            4'hF: seg = 7'b0001110;
            default: seg = 7'b0111111;
        endcase
    end
endmodule
module command_display (
    input[11:0] cmd_buf,
    output[6:0] display_0,
    output[6:0] display_1,
    output[6:0] display_2,
    output[6:0] display_3
);
    wire[4:0] address;
    wire[6:0] command;
    assign {address, command} = cmd_buf;
    hex_disp hex_addr_h(.data({3'b000, address[4]}), .seg(display_0));
    hex_disp hex_addr_l(.data(address[3:0]), .seg(display_1));
    hex_disp hex_cmd_h(.data({1'b0, command[6:4]}), .seg(display_2));
    hex_disp hex_cmd_l(.data(command[3:0]), .seg(display_3));
endmodule
module top (
    input clk,
    input ir,
    output [6:0] display_0,
    output [6:0] display_1,
    output [6:0] display_2,
    output [6:0] display_3,
    output [9:0] leds
);
    reg         new_cmd;
    reg  [11:0] saved_data;
    reg         saved_rdy;
    wire [11:0] out_data;
    wire        out_data_rdy;
    ir_receiver receiver (
        .clk(clk),
        .ir_in(ir),
        .data(out_data),
        .data_rdy(out_data_rdy)
    );
    led_mgr mgr (
        .clk(clk),
        .new_cmd(new_cmd),
        .cmd_buf(saved_data),
        .leds(leds)
    );
    command_display disp (
        .cmd_buf  (saved_data),
        .display_0(display_0),
        .display_1(display_1),
        .display_2(display_2),
        .display_3(display_3)
    );
    always @(posedge clk) begin
        if (out_data_rdy && !saved_rdy) begin
            saved_data <= out_data;
            new_cmd <= 1'b1;
        end else
            new_cmd <= 1'b0;
        saved_rdy <= out_data_rdy;
    end
endmodule
==> flow/constraint.sdc <==
current_design top

set clk_period 7.2
set clk_io_pct 0.2

create_clock -name clk0 -period $clk_period [get_ports {clk}]

set non_clock_inputs [all_inputs -no_clocks]
set_input_delay [expr $clk_period * $clk_io_pct] -clock clk0 $non_clock_inputs
set_output_delay [expr $clk_period * $clk_io_pct] -clock clk0 [all_outputs]
==> flow_metrics.py <==
# Flow results
metrics = {
    "timing": {
        "finalCritPeriodShare_pct": 38.4,
        "fmax_mhz": 362,
        "fin_crit_ns": 2.77,
        "worst_pin_slew_ns": 0.762,
        "skew_ns": 0.0102,
        "setup_tns_ns": 0,
        "finalHoldViolCount": 0,
        "rsz0062_at_grt": "false",
        "slew_headroom_pct": 47.7,
        "slew_viol_final": 0,
        "final-setup-viol-count": 0,
    },
    "floorplan": {
        "rows": 36,
        "fp_util_pct": 51.9,
        "num_io_pins": 40,
        "die_x_um": 103,
        "core-area_sq_um": 9860,
        "die_area_sq_um": 10700,
        "die_h_um": 103,
    },
    "routing": {
        "drt_iter0_drc": 172,
        "num_antenna_cells": 0,
        "vias_per_cell": 5.38,
        "ant_nets": 0,
        "wl_per_cell_um": 14.2,
        "wl_um": 9480,
        "drt_pass1_iterations": 4,
        "drc": 0,
        "vias": 3586,
    },
    "cts": {
        "clockBufferDepth": 2,
        "clk_latency_ns": 0.35,
        "h-tree-depth": 3,
        "path_clk_slew_ns": 0.10,
        "cts_tree": "done",
        "cts_root_buf": "clkbuf_8",
        "cts-resized-gates": 0,
        "cts_sinks": 96,
        "cts_inserted_buffers": 9,
        "cts_hold_buffers": 0,
        "post-cts-setup-buffers": 0,
    },
    "grt": {
        "grt_pass1_vias": 3282,
        "grt_max_degree": 32,
        "grt_usage_pct": 19.9,
        "grt_pass1_wl_um": 15900,
        "grt_overflow": 0,
        "antenna_found_initial": 0,
    },
    "synthesis": {
        "edf_count": 57,
        "synth.top_cells.by_count": "69 x nor2_1, 57 x edfxtp_1, 41 x ha_1, 39 x dfxtp_1, 39 x inv_1",
        "synth-area-yosys_sq_um": 5120,
        "avgSynthCellArea_sq_um": 10.1,
        "synth_cell_type_count": 69,
        "ys_sh_aoi_pct": 13.5,
        "synth.area.top_cells": "edfxtp_1 33%, dfxtp_1 15%, ha_1 10%",
        "netlist_area_sq_um": 5120,
        "postSynthCellCount": 509,
        "synth_seq_share_pct": 48.7,
        "numSynthFlops": 96,
        "async_flop_share_pct": 0,
        "top_area_cell": "edfxtp_1",
        "logic_family": "simple AND/OR/NAND/NOR gates",
        "ys_sh_simple_pct": 15.1,
        "ys_warn_count": 6,
        "yosys_cells": 509,
        "mux_share_pct": 3.66,
        "adder_share_pct": 10.0,
        "ff_type": "edfxtp_1",
        "top_area_share_pct": 33.4,
        "ys_sh_xor_pct": 2.74,
        "most_common_cell": "nor2_1",
    },
    "worst_setup_path": {
        "cp-startpoint": "mgr.leds[4]",
        "path_max_fanout": 5,
        "cp_cell_sequence": "clkdlybuf4s50_1",
        "cp_top_family": "buffers and inverters",
        "critical_path_class": "flip-flop to output port",
        "startpoint_type": "flip-flop",
        "critPathArrivalTime_ns": 1.33,
        "crit_slowest_cell": "clkdlybuf4s50_1",
        "end_kind": "output port",
        "crit_required_ns": 5.76,
        "rr_startpoint": "receiver.pulse_time[0]",
        "path_buffers": 1,
        "slowest_delay_ns": 0.50,
    },
    "placement": {
        "dp.final_hpwl_um": 6600,
        "globalplace.congestion": 0.912,
        "io_buffers": 36,
    },
    "job": {
        "drv_cap": 0,
        "openroad.warnings": 51,
    },
    "power": {
        "pwr_density_cell_nw_per_um2": 257,
        "peakVddDrop_mv": 0.287,
        "p_leak_nw": 2.17,
    },
    "final_layout": {
        "drive_gt1_share_pct": 7.30,
        "fin_util_pct": 57.9,
        "area_delta_synth_final_pct": 11.4,
        "fillers": 811,
    },
    "min_path": {
        "min_from": "receiver.data_rdy",
        "hp-class": "flip-flop to flip-flop",
    },
    "status": {
        "status": "finished, final reports clean",
    },
}
## path summary, 6_finish.rpt
check             slack (ns)  cells after the start                end
setup / recovery        4.43                      1            leds[4]
hold reg to reg         0.38                      0          saved_rdy
hold / removal          0.38                      0          saved_rdy
setup reg to reg        4.58                      8  receiver.data[11]
## final cells by class
cell class,instances,area [sq um],area share (%)
clock buffers,10,128,2.24
clock inverters,6,47.5,0.833
inverters,40,150,2.63
multi-input cells,341,2320,40.7
flip-flops and latches,96,2490,43.7
well taps,133,166,2.92
repair buffers,41,398,6.97
## power breakdown
| group | switching [W] | internal [W] |
|---|---|---|
| clock | 0.000193 | 0.000130 |
| combinational | 0.000183 | 0.000140 |
| sequential | 0.000132 | 0.000690 |
## per-stage QoR
step | instances | cell area, sq um | hold slack, ns | setup slack [ns] | power, W
global placement | 651 | 5530 | 0.354 | 4.62 | 0.00116
detailed placement | 651 | 5530 | 0.355 | 4.56 | 0.00115
floorplan | 510 | 5120 | 0.340 | 4.65 | 0.00107
CTS | 667 | 5710 | 0.382 | 4.41 | 0.00148
global route | 667 | 5710 | 0.386 | 4.36 | 0.00157
finish | 667 | 5710 | 0.382 | 4.43 | 0.00147
## state kept, by name, indices dropped and copies added, names as in the netlist
signal and count:
display_0 1, receiver.state 4, display_1 7, display_3 7, receiver.pulse_time 18, saved_data 12, mgr.led_mask 10, saved_rdy 1
receiver.data_rdy 1, display_2 7, receiver.data 12, receiver.ready_bits 4, new_cmd 1, mgr.leds 10, receiver.ir 1
## worst register-to-register path, cell delays in order (launching register included)
cell and delay [ns]:
edfxtp_1 0.47, inv_1 0.09, ha_1 0.16, nor3b_1 0.19, nor2_1 0.07, o41a_1 0.46
a31o_4 0.27, nor2_1 0.39, buf_4 0.25
## metal layers
| layer | track usage [%] | up-vias | part of all wire [%] |
|---|---|---|---|
| met5 | 0 | - | 0 |
| met4 | 2.93 | 0 | 1.5 |
| met2 | 29.4 | 72 | 45 |
| met3 | 3.14 | 13 | 3.2 |
| li1 | - | 1828 | - |
| met1 | 33.8 | 1673 | 50 |
## cells by family after synthesis
group,after synthesis
simple gates,164
compound gates,99
flops,96
buf+inv,73
fa+ha+maj,41
mux,18
xor+xnor,16
other cells,2
## cells in the final DEF, fill, tap and decap left out, drive strengths merged, types with 3 or more instances in the layout
cell type and count:
nand4 8, ha 41, clkdlybuf4s50 36, buf 5
o21ai 20, xor2 7, or2 3, and3 11
a21oi 30, nor3 6, nand2 36, mux2 6
inv 44, o22ai 6, nand2b 3, conb 3
a221oi 6, dfxtp 39, o32a 3, a22oi 5
a21o 3, nor4 8, xnor2 9, nor2 69
a31oi 3, edfxtp 57, mux2i 12, nand3 8
a32o 4, clkbuf 10
Power figures rest on the tool's default switching activity, not on a simulated workload.
